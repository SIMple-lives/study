<file path="flow/constraint.sdc">
current_design key_ist

set clk_period 4.7
set clk_io_pct 0.2

create_clock -name clk0 -period $clk_period [get_ports {clk}]

set non_clock_inputs [all_inputs -no_clocks]
set_input_delay [expr $clk_period * $clk_io_pct] -clock clk0 $non_clock_inputs
set_output_delay [expr $clk_period * $clk_io_pct] -clock clk0 [all_outputs]
</file>
<file path="flow/design.v">
module key_ist(
  input       clk,
  input       rst_n,
  input       key,
  output reg  key_flag,
  output reg  key_value
);
reg [19:0] cnt;
reg [1:0] r_key;
reg [1:0] state;
always@(posedge clk)
     r_key <= {r_key[0],key};
     wire negedge_key;
     assign  negedge_key=r_key==2'b10;
     wire posedge_key;
     assign  posedge_key=r_key==2'b01;
always@(posedge clk or negedge rst_n)
    if(!rst_n)begin
        state<=0;
        key_flag<=0;
        cnt<=0;
        key_value<=1;
    end
    else 
      begin case(state)
        0:
         begin
           key_flag<=0;
           key_value<=1;
          if(negedge_key)
               state<=1;
           else
               state<=0;
         end
        1:
          if((posedge_key)&&(cnt<20'd999999))
               state<=0;
          else if(cnt==20'd999999)begin
               state<=2;
               key_flag<=1;
               key_value<=0;
               cnt<=0;
          end
          else begin
               cnt<=cnt+1;
               state<=1;
          end
        2:
        begin
          key_flag<=0;
          key_value<=0;
          if(posedge_key)
               state<=3;
          else
               state<=2;
        end       
        3:
          if((negedge_key)&&(cnt<20'd999999))
               state<=2;
          else if(cnt==20'd999999)begin
               state<=0;
               key_flag<=1;
               key_value<=1;
               cnt<=0;
          end
          else begin
               cnt<=cnt+1;
               state<=3;
          end
      endcase   
    end   
endmodule
</file>
<file path="flow/config.mk">
export PLATFORM = sky130hd
export DESIGN_NAME = key_ist
export DESIGN_NICKNAME = key_ist
export VERILOG_FILES = /design/flow/design.v
export SDC_FILE = /design/flow/constraint.sdc
export NUM_CORES = 4
export LEC_CHECK = 1
export CORE_AREA = 10 10 107 107
export DIE_AREA = 0 0 117 117
</file>
<file path="flow/run.sh">
#!/bin/bash
# OpenROAD 26Q1-2900-gdf79404cd8, Yosys 0.63+post, stock flow scripts
make -C /OpenROAD-flow-scripts/flow DESIGN_CONFIG=/design/flow/config.mk WORK_HOME=/design/flow/orfs finish
</file>
==> flow_metrics.py <==
# Auto-generated metrics
metrics = {
    "synthesis": {
        "ys_area_um2": 1560,
        "synth_seq_share_pct": 44.3,
        "ys_cells": 155,
        "synthFlopType": "dfrtp_1",
        "synth-async-reset-ratio_pct": 92.9,
        "syn_inst": 155,
        "numSynthFlops": 28,
        "syn_area_per_cell_um2": 10.1,
        "syn_area_um2": 1560,
        "ys_types": 57,
        "edf_count": 0,
        "yosysWarnings": 1,
    },
    "pwr": {
        "finalPower_mw": 0.395,
        "ir_worst_vdd_v": 0.000114,
        "powerDensity_nw_per_um2": 223,
        "power_leakage_nw": 0.712,
    },
    "global_route": {
        "grt_use_total_pct": 4.96,
        "grt_pass1_vias": 1165,
        "grt_pass1_wl_mm": 5.70,
        "antenna_found_initial": 0,
        "gr-total-overflow": 0,
        "grt_max_degree": 27,
    },
    "drt": {
        "first_pass_iters": 7,
        "antennaDiodeCount": 0,
        "detail-route-antenna-nets": 0,
        "drt-total-wl_mm": 3.18,
        "drc_errors": 0,
        "post_drt_wl_per_cell_um": 11.8,
        "via_per_inst": 4.46,
        "vias": 1204,
        "drt_iter0_drc": 88,
    },
    "placement": {
        "io_buffers": 4,
        "gp_congestion": 0.849,
        "placed_cells": 266,
        "dp_hpwl_mm": 2.28,
        "dpl_cell_area_um2": 1720,
    },
    "clocking": {
        "postCtsSetupBuffers": 0,
        "insertion_delay_ps": 270,
        "cts_max_level": 1,
        "cts_buffers": 3,
        "clock-sinks": 28,
        "cts_max_path_buffers": 2,
        "root_buffer": "clkbuf_8",
        "cts_tree": "yes",
        "path_clk_slew_ps": 90,
        "cts_hold_buffers": 0,
        "ctsResizeCount": 0,
    },
    "final_timing": {
        "finalHoldViolations": 0,
        "worstMarginPinSlew_ps": 770,
        "period_minus_slack_ps": 2240,
        "drv_slew": 0,
        "fmax_mhz": 447,
        "fin_tns_setup_ps": 0,
        "report.final.setup_viol": 0,
        "max_slew_margin_pct": 48.5,
        "rsz0062_at_grt": "no",
        "period_used_pct": 47.6,
        "clock_skew_ps": 4.04,
    },
    "hold_path": {
        "hold_path.class": "reg2reg",
    },
    "finish": {
        "regArea_um2": 693,
        "nFillCells": 1004,
        "stdcell_count": 270,
        "drive_above_1_share_pct": 11.3,
        "logic_area_um2": 827,
        "area_growth_pct": 13.6,
        "final_area_um2": 1780,
        "most-common-layout-cells": "dfrtp_1, nand2_1, nand3_1",
        "final_common_cell": "dfrtp_1",
    },
    "critical_path": {
        "crit_slowest_cell": "dfstp_2",
        "crit_path_start_kind": "flip-flop",
        "critPathBufInv": 1,
        "crit_family": "flip-flops",
        "max_stage_delay_ps": 560,
        "cp_data_arrival_time_ps": 1300,
        "required_ps": 3760,
        "crit_path_end_kind": "output port",
        "setup.worst_path.class": "reg2out",
        "path_cells": "clkdlybuf4s50_1",
        "path_max_fanout": 4,
    },
    "floorplanning": {
        "rows": 35,
        "chipHeight_um": 117,
        "boundaryPins": 5,
        "die_area_um2": 13700,
        "die_x_um": 117,
        "fp_util_pct": 17.0,
        "core_um2": 9200,
    },
    "flow_run": {
        "maxCapViolations": 0,
        "warnings": 25,
    },
    "status": {
        "run_status": "finished clean",
    },
}
## kinds of logic (layout without fill, tap and decap cells)
kind of cell               Yosys count  count (layout)  share of synthesized area (%)
and+or+nand+nor                     68              68                           25.2
AOI/OAI and AO/OA                   38              38                           20.5
DFF                                 28              28                           44.3
xor gates and xnor gates             9               9                           5.04
buffers and inverters                9              13                           2.80
muxes                                2               2                           1.36
adders and majority gates            1               1                          0.800
## path summary, 6_finish.rpt
kind,from,end,slack (ps),cells past startpoint
min in group asynchronous,rst_n,cnt[4],1050,2
max,key_value,key_value,2460,1
min,r_key[0],r_key[1],490,0
min reg2reg,r_key[0],r_key[1],490,0
max in group asynchronous,rst_n,key_value,3360,2
max reg2reg,cnt[12],cnt[0],2540,5
## per-layer routing
layer,part of all wire [%],GRT usage (%)
met1,50,7.24
met2,45,7.80
met3,3.0,0.568
met4,1.1,0.988
met5,0,0
## area by class of cell
| type | count | share of cell area, % |
|---|---|---|
| inverters | 4 | 0.845 |
| well taps | 111 | 7.82 |
| flip-flops and latches | 28 | 39.0 |
| clock buffers | 4 | 3.10 |
| multi-input cells | 118 | 46.5 |
| repair buffers | 5 | 2.68 |
## flip-flops by register name, indices dropped and copies added (netlist names)
name	cells
cnt	20
key_flag	1
key_value	1
r_key	2
state	4
## worst register-to-register path: stages, from the launching register on
cell,delay (ps)
dfrtp_1,420
or4_4,580
and4bb_1,310
and2_2,330
o21ai_1,140
mux2_2,270
## synth_stat cells, types with 2 or more instances
library cell | n | area [µm²]
a21oi_1 | 4 | 20.0
nand2b_1 | 2 | 12.5
and4_1 | 2 | 17.5
or2_2 | 2 | 12.5
o21ai_1 | 3 | 15.0
inv_1 | 4 | 15.0
clkbuf_1 | 2 | 7.51
nor3_1 | 9 | 45.0
xor2_1 | 5 | 43.8
dfxtp_1 | 2 | 40.0
o22ai_1 | 2 | 12.5
nand3b_1 | 2 | 15.0
and3_1 | 2 | 12.5
a22o_1 | 3 | 26.3
nand2_1 | 12 | 45.0
or4_1 | 2 | 15.0
a31oi_1 | 4 | 25.0
dfrtp_1 | 24 | 601
nand4_1 | 2 | 12.5
buf_2 | 2 | 10.0
nor2_1 | 8 | 30.0
a221o_1 | 2 | 20.0
a21o_1 | 2 | 15.0
dfstp_2 | 2 | 52.6
o211ai_1 | 4 | 30.0
nor4_1 | 2 | 12.5
xnor2_1 | 4 | 35.0
nand3_1 | 11 | 55.1
o21ai_0 | 2 | 10.0
## per-stage QoR
| step | worst slack (ps) | hold WS [ps] | util (%) |
|---|---|---|---|
| after floorplan | 2730 | 415 | - |
| after global placement | 2600 | 473 | 18.7 |
| after detailed placement | 2550 | 470 | 18.7 |
| after CTS | 2440 | 486 | 19.3 |
| after global routing | 2350 | 504 | 19.3 |
| final | 2460 | 491 | 19.3 |
## power breakdown
part / switching (mW) / internal, mW / total, mW
logic: 0.00490 / 0.00302 / 0.00792
clock network: 0.0696 / 0.0749 / 0.144
registers: 0.00167 / 0.241 / 0.243
Power is estimated from default activity; no workload was simulated.
