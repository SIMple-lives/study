[/design/flow/config.mk]
export PLATFORM = sky130hd
export DESIGN_NAME = vga_pic
export DESIGN_NICKNAME = vga_pic
export VERILOG_FILES = /design/flow/design.v
export SDC_FILE = /design/flow/constraint.sdc
export NUM_CORES = 4
export LEC_CHECK = 1
export CORE_UTILIZATION = 50
[/design/flow/constraint.sdc]
current_design vga_pic

set clk_period 1.0
set clk_io_pct 0.2

create_clock -name clk0 -period $clk_period [get_ports {vga_clk}]

set non_clock_inputs [all_inputs -no_clocks]
set_input_delay [expr $clk_period * $clk_io_pct] -clock clk0 $non_clock_inputs
set_output_delay [expr $clk_period * $clk_io_pct] -clock clk0 [all_outputs]
[/design/flow/design.v]
module  vga_pic
(
    input   wire            vga_clk     ,    
    input   wire            sys_rst_n   ,    
    input   wire    [9:0]   pix_x       ,    
    input   wire    [9:0]   pix_y       ,    
    output  reg     [15:0]  pix_data         
);
parameter   CHAR_B_H=   10'd192 ,    
            CHAR_B_V=   10'd208 ;    
parameter   CHAR_W  =   10'd256 ,    
            CHAR_H  =   10'd64  ;    
parameter   BLACK   =   16'h0000,    
            WHITE   =   16'hFFFF,    
            GOLDEN  =   16'hFEC0;    
wire    [9:0]   char_x  ;    
wire    [9:0]   char_y  ;    
reg     [255:0] char    [63:0]  ;    
assign  char_x  =   (((pix_x >= CHAR_B_H) && (pix_x < (CHAR_B_H + CHAR_W)))
                    && ((pix_y >= CHAR_B_V) && (pix_y < (CHAR_B_V + CHAR_H))))
                    ? (pix_x - CHAR_B_H) : 10'h3FF;
assign  char_y  =   (((pix_x >= CHAR_B_H) && (pix_x < (CHAR_B_H + CHAR_W)))
                    && ((pix_y >= CHAR_B_V) && (pix_y < (CHAR_B_V + CHAR_H))))
                    ? (pix_y - CHAR_B_V) : 10'h3FF;
always@(posedge vga_clk)
    begin
        char[0]     <=  256'h0000000000000000000000000000000000000000000000000000000000000000;
        char[1]     <=  256'h0000000000000000000000000000000000000000000000000000000000000000;
        char[2]     <=  256'h0000000000000000000000000000000000000000000000000000000000000000;
        char[3]     <=  256'h0000000000000000000000000000000000000000000000000000000000000000;
        char[4]     <=  256'h00000000003C0000000000000000000000000000000070000000000000000000;
        char[5]     <=  256'h0000000E003E00000000000000000000000000000000F0000000000000000000;
        char[6]     <=  256'h000000FF001F00000000000000000000000000000001F0000000000000400000;
        char[7]     <=  256'h000007FF000F00000000000000000000000010000001F8000000000000E00000;
        char[8]     <=  256'h00007FFE000F000000000000000000000003FE000001F8000000000000F00000;
        char[9]     <=  256'h0000FE7E003F00000000000000000000000FFF800001F80000003E0000F00000;
        char[10]    <=  256'h0000E07C01F8000000000000000000000007FF81F801FC0000003F0000F00000;
        char[11]    <=  256'h0000E0F80380000000000000000000000003FF80FE00780000003F0001E00000;
        char[12]    <=  256'h0000E0F80380000000000000000000000001FF80FF00780000003F0001E00000;
        char[13]    <=  256'h0780E1F003FC000000000000000000000000FF80FF80780000003E0001E00000;
        char[14]    <=  256'h07C0FFF003FE0000000000020000000000003F007F80780000003E0001E00000;
        char[15]    <=  256'h07E0FFE001FE0000000000070000000000000E007F00780000003C0001FF0000;
        char[16]    <=  256'h07F3FFE0000E00000000000700000000000000007E00F80000003C0001FF0000;
        char[17]    <=  256'h07F9FFC0000E00000000000F0000000000003E00CC01F80000007C0003FE0000;
        char[18]    <=  256'h03F9FFC0001C03E00000000F8000000000003F010001F80000007E0003F80000;
        char[19]    <=  256'h03F9FF8000781FF80000001F8000000000007F038001F8000000FF0007F00000;
        char[20]    <=  256'h03F9FF8001F07FF80000001F878000000000FE078001F8000000FF000FE00000;
        char[21]    <=  256'h03FDFF0007C3FFF00000003FFFC000000001FC07C001F8000001FF003FE00000;
        char[22]    <=  256'h03FDFF000F9F8FF00001C03FFFC000000007F807F001F8000007FE003FC00000;
        char[23]    <=  256'h03FFFE001FFF8FE00001E07FFFC00000001FF807FC01F800000FFC0003C00000;
        char[24]    <=  256'h01FFF0007FFF8FC00003E07FFC000000067FF007FE01FC00001FF80003800000;
        char[25]    <=  256'h01FFC000FFEF9F800003E0FE000000000FFFF003FC01FE00007FF00007800000;
        char[26]    <=  256'h01FF8001FF8F9F000007E0FE000000000FFFF041F803FC0000FFE00007800000;
        char[27]    <=  256'h01FF8007FC1F9E00001FE0FE000000000FFFF180F00FFC000001E00007000000;
        char[28]    <=  256'h00FF8007F01F3C00003FE1FC00000000007FF601E01FF8000001E000071C0000;
        char[29]    <=  256'h00FF8007C01FFC00003FE1FC00000000001FFC03C0FFF8000001E0000F3E0000;
        char[30]    <=  256'h00030002001FF800003FC3FC00000000003FF807C3FFF8000001E7800FFE0000;
        char[31]    <=  256'h00070000001FF000007FC3F800000000003FF80F9FFFF0000001FF000FFE0000;
        char[32]    <=  256'h0007F000001FE000007F83F800000000007FF01FFFC3F0000001FE000FFE0000;
        char[33]    <=  256'h001FF000001FC000003F83F00000000000FFF01FFE03F0000001FC001FFE0000;
        char[34]    <=  256'h007FE000001F8000003F07F00000000000FFE03FF003F0000003F8001F3E0000;
        char[35]    <=  256'h007FC000001F8000001807F00000000001FFE03F8003F0000003F0001F3C0000;
        char[36]    <=  256'h00078600001F000000000FF80000000003FFC07E0003F0000003F0001E3C0000;
        char[37]    <=  256'h000F1E00001F000000000FFC0000000007FFC0180003F0000007E003843C0000;
        char[38]    <=  256'h003FFC00001F800000001FDE0000000007FFC0000003F000000FF001E03C0000;
        char[39]    <=  256'h007FF800001F800000003FDF8000000007C7C0000003F00000FFF000F83C0000;
        char[40]    <=  256'h00FFF000001F800000007F9FF00000000787C0000003F00007FFF0007F3C0000;
        char[41]    <=  256'h01FFE000001F80000000FF0FFE0000000707C0000003F0001FF1F8003FFC0000;
        char[42]    <=  256'h03FF8000001F80000001FE0FFFE000000003C0000003F0003F81F8001FFC0000;
        char[43]    <=  256'h07FF0000003F80000003FC07FFFE0000000300000003F0003E01FC000FFE0000;
        char[44]    <=  256'h07FC0000003F80000007F803FFFFE000000000000003F0001F83FC0007FFF000;
        char[45]    <=  256'h07F80000003F8000000FF001FFFFFF80000000000003F0000FFFFC0003FFFF80;
        char[46]    <=  256'h03E00000007F8000001FC0007FFFFFC0000000000003F00003FFFE0007FFFFF0;
        char[47]    <=  256'h0000000000FF8000007F80001FFFFFE0000000000003F000007FFE003FBFFFF8;
        char[48]    <=  256'h0000000001FF800000FE000007FFFFE0000000000003E000000FFC03FE0FFFF8;
        char[49]    <=  256'h0000000007FF800001F8000001FFFFF0000000000003E0000000F8FFC003FFF8;
        char[50]    <=  256'h000000007FFF000003E00000001FFFC0000000000003C0000000000000007FF8;
        char[51]    <=  256'h00000007FFFE0000070000000001FFC0000000000003C0000000000000000FF0;
        char[52]    <=  256'h0000000200F800000000000000000F8000000000000300000000000000000060;
        char[53]    <=  256'h0000000000000000000000000000000000000000000000000000000000000000;
        char[54]    <=  256'h0000000000000000000000000000000000000000000000000000000000000000;
        char[55]    <=  256'h0000000000000000000000000000000000000000000000000000000000000000;
        char[56]    <=  256'h0000000000000000000000000000000000000000000000000000000000000000;
        char[57]    <=  256'h0000000000000000000000000000000000000000000000000000000000000000;
        char[58]    <=  256'h0000000000000000000000000000000000000000000000000000000000000000;
        char[59]    <=  256'h0000000000000000000000000000000000000000000000000000000000000000;
        char[60]    <=  256'h0000000000000000000000000000000000000000000000000000000000000000;
        char[61]    <=  256'h0000000000000000000000000000000000000000000000000000000000000000;
        char[62]    <=  256'h0000000000000000000000000000000000000000000000000000000000000000;
        char[63]    <=  256'h0000000000000000000000000000000000000000000000000000000000000000;
    end
always@(posedge vga_clk or negedge sys_rst_n)
    if(sys_rst_n == 1'b0)
        pix_data    <= BLACK;
    else    if((((pix_x >= (CHAR_B_H - 1'b1))
                && (pix_x < (CHAR_B_H + CHAR_W -1'b1)))
                && ((pix_y >= CHAR_B_V) && (pix_y < (CHAR_B_V + CHAR_H))))
                && (char[char_y][10'd255 - char_x] == 1'b1))
        pix_data    <=  GOLDEN;
    else
        pix_data    <=  BLACK;
endmodule
[/design/flow/run.sh]
#!/bin/bash
# OpenROAD 26Q1-2900-gdf79404cd8, Yosys 0.63+post, stock flow scripts
make -C /OpenROAD-flow-scripts/flow DESIGN_CONFIG=/design/flow/config.mk WORK_HOME=/design/flow/orfs finish
==> Slide: Implementation Results <==
Physical Implementation Snapshot

Global routing
  – Vias in the first global route: 14000
  – Total Routing Usage GR: 98.6%
  – First-pass GRT wire length: 84000 µm
  – Grt ovf: 615
  – Pin count of the biggest net entering global routing: 44

Synthesis
  – Basic Gates by Area: 39.2%
  – Compound Share, Synth: between 40% and 50%
  – Seq/Total Area, Yosys: less than 1%
  – Cells after synthesis: between 900 and 1000
  – Netlist Area Pre-Place: 5790 µm²
  – Post-synth ARST share: 100%
  – Unique masters post-synth: between 80 and 90
  – Dominant comb cell: AND-OR/OR-AND gates
  – Yosys chip area: ~5800 µm²
  – Yosys cell count: approximately 990
  – Post-synth EDFFs: 0
  – Ys flops: 1
  – Xor+xnor area frac: less than 1%
  – Avg Synthesized Cell Area: a little under 6 µm²
  – Yosys warns: 2
  – Synth Flop Type: dfrtp_1
  – Post-synthesis mux area share: approximately 1.1%
  – Adder Area Share: less than 1%

Floorplan
  – Init Core Util: 52.3%
  – FP Rows: 38
  – Die W: about 110 µm
  – Die Ht: 110 µm
  – I/O Pins: 38

Outcome
  – Fail Step: 5_1_grt
  – Err: [ERROR GRT-0116] Global routing finished with congestion. Check the congestion regions in the DRC Viewer.
  – Outcome: aborted with a tool error

Placement
  – RePlAce Congestion: roughly 1.7
  – Post-DP HPWL: roughly 34000 µm
  – Placed insts: approximately 1500
  – Cell Area, Placed: between 9000 and 10000 µm²
  – Input/output buffers: 30
-- synth_stat cells, drive strengths merged, types with 4 or more instances --
| library cell | count | area [µm²] |
|---|---|---|
| a21o | 6 | 45.0 |
| o41ai | 5 | 51.3 |
| o21ai | 82 | 410 |
| nand3b | 6 | 45.0 |
| o221ai | 5 | 43.8 |
| nand2 | 110 | 415 |
| mux2i | 5 | 50.1 |
| a41oi | 4 | 35.0 |
| a22oi | 5 | 37.5 |
| a311oi | 6 | 52.6 |
| and3 | 9 | 56.3 |
| o311ai | 8 | 70.1 |
| nor2 | 100 | 375 |
| buf | 34 | 213 |
| nor3 | 44 | 225 |
| and2 | 6 | 37.5 |
| ha | 4 | 50.1 |
| a211oi | 20 | 165 |
| inv | 11 | 41.3 |
| o2111ai | 21 | 184 |
| a221oi | 5 | 43.8 |
| nand3 | 52 | 260 |
| nor3b | 8 | 60.1 |
| nand4 | 29 | 181 |
| o211ai | 56 | 420 |
| a2111oi | 9 | 116 |
| or3 | 8 | 50.1 |
| nor4b | 4 | 35.0 |
| nand2b | 15 | 93.8 |
| o22ai | 12 | 75.1 |
| o31ai | 20 | 150 |
| a21oi | 86 | 438 |
| a32oi | 4 | 35.0 |
| a31oi | 24 | 150 |
| or2 | 9 | 56.3 |
| clkbuf | 76 | 285 |
| o21bai | 4 | 30.0 |
| nand4b | 7 | 61.3 |
| nor2b | 7 | 43.8 |
| nor4 | 22 | 144 |
-- metal layers --
metal | track usage [%] | GRT overflow
met5 | 81.3 | 12
met4 | 108 | 196
met3 | 88.2 | 63
met2 | 108 | 262
met1 | 94.6 | 82
-- stage by stage --
stage	TNS, ps	hold slack (ps)	setup slack, ps
3_5_place_dp	-4280	356	-2800
2_1_floorplan	-1880	-95.6	-1880
3_3_place_gp	-3980	357	-2800
4_1_cts	-3660	358	-2190
-- repair_timing --
item,4_1_cts
gates resized,171
gates cloned,1
pin swaps,74
buffers inserted,46
hold buffers,0
setup endpoints to repair,10
-- cell families after synthesis --
kind of cell               Yosys count
xor gates and xnor gates             3
buffers and inverters              121
and+or+nand+nor                    449
AOI/OAI and AO/OA                  409
muxes                                6
adders and majority gates            4
DFF                                  1
other                                1
